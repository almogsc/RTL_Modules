## design/flow/config.mk

```make
export PLATFORM = sky130hd
export DESIGN_NAME = FSM
export DESIGN_NICKNAME = FSM
export VERILOG_FILES = /design/flow/design.v
export SDC_FILE = /design/flow/constraint.sdc
export NUM_CORES = 4
export LEC_CHECK = 1
export CORE_AREA = 10 10 70 70
export DIE_AREA = 0 0 80 80
```

## design/flow/run.sh

```bash
#!/bin/bash
# OpenROAD 26Q1-2900-gdf79404cd8, Yosys 0.63+post, stock flow scripts
make -C /OpenROAD-flow-scripts/flow DESIGN_CONFIG=/design/flow/config.mk WORK_HOME=/design/flow/orfs finish
```

## design/flow/design.v

```verilog
module FSM(
    input clk,
    input rst,
    input [1:0] in,
    output reg[2:0] out
    );
    parameter S1 = 0,
              S2 = 1,
              S3 = 2,
              S4 = 3,
              S5 = 4,
              S6 = 5,
              S7 = 6,
              S8 = 7;
    reg [2:0]cur_state, next_state;
    always @(posedge clk or negedge rst)
    begin
        if (!rst)
            cur_state = S1;
        else
            cur_state = next_state;
    end
    always @(*)
    begin
        next_state = cur_state;
        case(cur_state)
        S1: begin
                next_state = in == 0 ? S1 : in == 1 ? S4 : in == 2 ? S2 : S1;
                out        = in == 0 ? 2  : in == 1 ? 6  : in == 2 ? 7  : 1;
            end
        S2: begin
                next_state = in == 0 ? S5 : in == 1 ? S7 : in == 2 ? S5 : S2;
                out        = in == 0 ? 2  : in == 1 ? 3  : in == 2 ? 6  : 0;
            end
        S3: begin
                next_state = in == 0 ? S6 : in == 1 ? S5 : in == 2 ? S1 : S8;
                out        = in == 0 ? 5  : in == 1 ? 5  : in == 2 ? 4  : 1;
            end
        S4: begin
                next_state = in == 0 ? S1 : in == 1 ? S7 : in == 2 ? S5 : S1;
                out        = in == 0 ? 5  : in == 1 ? 5  : in == 2 ? 1  : 1;
            end
        S5: begin
                next_state = in == 0 ? S6 : in == 1 ? S8 : in == 2 ? S8 : S3;
                out        = in == 0 ? 0  : in == 1 ? 5  : in == 2 ? 3  : 3;
            end
        S6: begin
                next_state = in == 0 ? S8 : in == 1 ? S8 : in == 2 ? S6 : S2;
                out        = in == 0 ? 0  : in == 1 ? 2  : in == 2 ? 3  : 0;
            end
        S7: begin
                next_state = in == 0 ? S3 : in == 1 ? S7 : in == 2 ? S4 : S7;
                out        = in == 0 ? 0  : in == 1 ? 7  : in == 2 ? 0  : 5;
            end
        S8: begin
                next_state = in == 0 ? S8 : in == 1 ? S3 : in == 2 ? S8 : S3;
                out        = in == 0 ? 1  : in == 1 ? 5  : in == 2 ? 5  : 7;
            end
        default : begin
                  next_state = cur_state;
                  out = 0;
                  end    
        endcase
    end
endmodule
```

## design/flow/constraint.sdc

```tcl
current_design FSM

set clk_period 1.9
set clk_io_pct 0.2

create_clock -name clk0 -period $clk_period [get_ports {clk}]

set non_clock_inputs [all_inputs -no_clocks]
set_input_delay [expr $clk_period * $clk_io_pct] -clock clk0 $non_clock_inputs
set_output_delay [expr $clk_period * $clk_io_pct] -clock clk0 [all_outputs]
```

==> COMMIT_EDITMSG <==
Record implementation results from latest flow run

* Core region area: about 3400 um^2
- Global routing finished with a remaining overflow of 0.
- In this run the count of I/O pins placed on the die edge is 7.
* DRT Wirelength: 1.52 mm
- The final reports fail on setup timing.
- Time the worst path needs with I/O delays and setup: between 1500 and 2000 ps
* Hold Fails Final Rpt: 0
* Count of instantiated cells in the yosys netlist: 69
- Total negative slack for setup checks: -48.8 ps
* Maximum number of pins on one net before global-route repair: 9
* Required time at the endpoint of the critical path: 1520 ps
- The routed layout has ~640 vias.
- After synthesis, the mean cell area works out to between 8 and 9 um^2.
* ANT nets after route: 0
- Number of enable flip-flop cells: 0
* Warning total across the stage logs: 32
* Root cell of the clock tree: sky130_fd_sc_hd__clkbuf_4
* Post-route core utilization: 27.0%
* Chip Area, Yosys: 574 um^2
* Crit path setup slack, layout: -33.8 ps
* Combined flip-flop and latch cell area: 201 um^2
- Relative to the synthesized area, the layout overhead comes to 60.3%.
* Area fraction in xor and xnor cells: 0%
- Startpoint class of the critical path: flop
- TritonRoute output was used to compute an average wire per cell of ~11 um.
- The register with the most flip-flops in the layout has 8 of them.
- In this run the deepest clock path goes through 2 buffers.
* Worst hold margin: 401 ps
* RSZ-0062 raised after global routing: yes
* Initial Util: 16.8%
- CTS tree: built
* Distinct cell type count of the synthesized netlist: 26
* Result of the run: finished with violations
* Crit path capture type: primary output
* Share of final-layout standard cells stronger than drive strength 1: ~42%
- Number of filler cells placed in the layout: 375
- GPL Wtd Cong: between 0.8 and 0.9
- Global routing used 5.29% of the available tracks.
* Violation tally from detailed-route iteration zero: 25
- The number of antenna violations at the first check in global routing was 0.
- In the finished design, the share of the clock period the worst path needs comes to 102%.
- Overall power consumption after layout is estimated at between 400 and 500 uW.
- The first global-routing pass estimated around 2.9 mm of wire.
- In this run, the synthesized area fraction spent on AND-OR/OR-AND gates is recorded as 26.6%.
- Worst-Margin Slew: approximately 360 ps
- The script logs the ratio of routed vias to standard cells as ~4.4.
* Power density over the cells: 535 nW/um^2
- Clock-pin slew was measured on the worst setup and hold paths at 50 ps.
- Primary flip-flop cell chosen by synthesis mapping: sky130_fd_sc_hd__dfrtp_1
- HPWL after DPL: roughly 1.2 mm
- For reference, simple AND, OR, NAND and NOR cells occupy a little under a fifth of the area reported after synthesis.
- Kind of path behind the tightest hold check: in -> async
- The critical path is of the reg -> out type.
- The synthesized netlist occupies a cell area of 574 um^2.
- The synthesis run shows multiplexers occupying 0% of the cell area.
- H-tree depth: 1
* Clock net sink count: 8
- Clock latency on the worst-skew pair, taken at its later pin, is about 250 ps.
- After synthesis the netlist holds a flip-flop and latch count of 8.
- Per the timing report, the biggest fanout along the worst path comes to 4.
* TritonCTS Buffers: 3
- The pre-CTS setup check shows a worst slack of -725 ps.
- Row generation in the floorplan step produced 21 rows.
* Total of max-cap violations: 0
- Per the OpenROAD floorplan log, the width of the die is 80 um.
* Final count of negative-setup-slack endpoints: 2
- For this run, the number of Yosys warnings is 1.
* Register area share after synthesis: about a third
- Leakage power: between 0.4 and 0.5 nW
- The pre-antenna-repair detailed-routing pass consisted of 4 iterations.
* Worst-case clock skew: between 4 and 5 ps
* Post-synthesis adder-cell area fraction: approximately an eighth
- Number of global-route vias before repair: 631
- The cell count after synthesis came out at 69.
- Worst voltage drop across the vdd grid: around 440 uV
- CTS Hold Bufs: 0
* Die Area: roughly 6400 um^2
* Max_slew headroom: between 70 and 80%
- Summing all multi-input logic gate instances after layout gives roughly 400 um^2.
- Antenna fix cells: 0
- WP data arrival: between 1500 and 2000 ps
- Static timing analysis puts the maximum clock frequency at between 0.5 and 0.6 GHz.
- Buffers added on ports: 6
- Async S/R FF share, synth: 100%
- Dominant combinational cell family by area after synthesis: AND-OR/OR-AND gates
- The final timing report lists a max-slew violation count of 0.
- Per the OpenROAD floorplan log, the height of the die is roughly 80 um.
* Post-route DRC violation count: 0
through the flow:
stage	instances	cell area, um^2
floorplan	69	574
global placement	139	831
detailed placement	139	831
CTS	145	906
global route	145	921
finish	145	921
Yosys cell counts, types with 2 or more instances:
cell type                   n  area [um^2]
sky130_fd_sc_hd__inv_1      5         18.8
sky130_fd_sc_hd__clkbuf_1   2         7.51
sky130_fd_sc_hd__a22oi_1    2         15.0
sky130_fd_sc_hd__o21ai_0    8         40.0
sky130_fd_sc_hd__nor2_1     4         15.0
sky130_fd_sc_hd__nor3_1     3         15.0
sky130_fd_sc_hd__ha_1       6         75.1
sky130_fd_sc_hd__dfrtp_1    7          175
sky130_fd_sc_hd__nand2_1   11         41.3
sky130_fd_sc_hd__a21oi_1    5         25.0
worst max-delay path, cell delays in order (launching register included):
cell	delay, ps
sky130_fd_sc_hd__dfrtp_1	420
sky130_fd_sc_hd__or4_4	570
sky130_fd_sc_hd__nor3_2	120
sky130_fd_sc_hd__a41oi_1	60
sky130_fd_sc_hd__buf_2	130
layout by cell type, fill, tap and decap left out, types with 2 or more instances in the layout:
cell type and n:
sky130_fd_sc_hd__a21oi_1 5, sky130_fd_sc_hd__a22oi_1 2, sky130_fd_sc_hd__buf_2 3, sky130_fd_sc_hd__buf_4 23, sky130_fd_sc_hd__clkbuf_4 3, sky130_fd_sc_hd__clkdlybuf4s15_1 2
sky130_fd_sc_hd__dfrtp_1 7, sky130_fd_sc_hd__ha_1 3, sky130_fd_sc_hd__ha_4 2, sky130_fd_sc_hd__inv_1 3, sky130_fd_sc_hd__inv_2 2, sky130_fd_sc_hd__nand2_1 11
sky130_fd_sc_hd__nor2_1 3, sky130_fd_sc_hd__nor3_2 2, sky130_fd_sc_hd__o21ai_0 8
final timing paths:
path,slack [ps],cells past startpoint,to,startpoint
min reg2reg,520,2,cur_state[4]$_DFF_PN0_,cur_state[0]$_DFF_PN1_
max,-30,4,out[2],cur_state[1]$_DFF_PN0_
max in group asynchronous,1190,1,cur_state[0]$_DFF_PN1_,rst
min in group clk0,520,2,cur_state[4]$_DFF_PN0_,cur_state[0]$_DFF_PN1_
max reg2reg,890,3,cur_state[3]$_DFF_PN0_,cur_state[6]$_DFF_PN0_
min,400,1,cur_state[2]$_DFF_PN0_,rst
area by class of cell:
cell class	count	area share [%]
repair buffers	29	23.6
inverters	5	2.04
clock buffers	4	2.85
multi-input cells	53	43.3
well taps	46	6.25
flip-flops and latches	8	21.9
where the power goes:
part           total (mW)  leakage (nW)  internal, mW  switching (mW)
clock network       0.138        0.0150        0.0803          0.0574
logic               0.167         0.311        0.0952          0.0720
registers           0.188         0.107         0.178         0.00953
routing by layer:
| layer | up-vias | wire (um) | global-route usage (%) |
|---|---|---|---|
| li1 | 310 | - | - |
| met1 | 312 | 686 | 6.57 |
| met2 | 16 | 755 | 8.91 |
| met3 | 0 | 82 | 1.70 |
| met4 | 0 | 0 | 0.704 |
| met5 | - | 0 | 0 |
what timing repair did:
item | 4_1_cts | 5_1_grt
resized | 23 | 4
setup buffers | 2 | 0
endpoints found under the hold margin | 0 | 0
pin swaps | 6 | 4
setup endpoints to repair | 3 | 3
cells by family after synthesis:
| family | Yosys count |
|---|---|
| buffers and inverters | 8 |
| and+or+nand+nor | 23 |
| AOI/OAI and AO/OA | 24 |
| DFF | 8 |
| adders and majority gates | 6 |
Power and IR drop assume default switching activity.
